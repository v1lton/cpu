[config.mk]
export PLATFORM = sky130hd
export DESIGN_NAME = alu_src_b
export DESIGN_NICKNAME = alu_src_b
export VERILOG_FILES = /design/flow/design.v
export SDC_FILE = /design/flow/constraint.sdc
export NUM_CORES = 4
export LEC_CHECK = 1
export CORE_AREA = 10 10 73 73
export DIE_AREA = 0 0 83 83
[constraint.sdc]
current_design alu_src_b

set clk_period 4.0
set clk_io_pct 0.2

create_clock -name clk0 -period $clk_period

set non_clock_inputs [all_inputs -no_clocks]
set_input_delay [expr $clk_period * $clk_io_pct] -clock clk0 $non_clock_inputs
set_output_delay [expr $clk_period * $clk_io_pct] -clock clk0 [all_outputs]
[design.v]
module alu_src_b (
    input   wire    [1:0]   ALUSrcB,
    input   wire    [31:0]  B_out,
    input   wire    [31:0]  Shift_left_16_out,
    input   wire    [31:0]  Shif_left_mult_4_out,
    output  wire    [31:0]  ALUSrcB_out
);
    wire [31:0] aux1;
    wire [31:0] aux2;
    assign aux1 = (ALUSrcB[0]) ? 32'd4 : B_out;
    assign aux2 = (ALUSrcB[0]) ? Shif_left_mult_4_out : Shift_left_16_out;
    assign ALUSrcB_out = (ALUSrcB[1]) ? aux2 : aux1;
endmodule
[run.sh]
#!/bin/bash
# OpenROAD 26Q1-2900-gdf79404cd8, Yosys 0.63+post, stock flow scripts
make -C /OpenROAD-flow-scripts/flow DESIGN_CONFIG=/design/flow/config.mk WORK_HOME=/design/flow/orfs finish
==> results.toml <==
# flow metrics
[sta]
rsz0062_at_grt = "no"
finalHoldViolations = 0
worstMarginPinSlew_ps = 426
relSlewSlack = 0.716
fin_crit_sh = 0.794
fmax_mhz = 315
final.min_clock_period_ps = 3180
worst_slack_ps = 822
finalSetupViolations = 0
fin_setup_tns_ps = 0
drv_slew = 0

[global_route]
grt_pass1_wl_mm = 6.96
antenna_found_initial = 0
grt_max_degree = 33
grt-ovfl-total = 0
grt_pass1_vias = 1193
track_usage = 0.121

[finish]
area_delta_synth_final_pct = 161
fin_util = 0.551
combGateArea_um2 = 679
drive_gt1_frac = 0.0854
seq_area_um2 = 0
fill_cells = 325
clock_buffers = 0
instances_no_fill = 247
seq_cells = 0

[placement]
place_inst = 247
place_ws_ps = 817
gp_congestion = 0.794
port_buffers = 130
dpl.hpwl_mm = 3.95

[detailed_routing]
wl_mm = 4.50
routedWlPerCell_um = 18.2
vias_per_cell = 4.47
drc = 0
ant_nets = 0
dr.pass1.iters = 2
diodes = 0
vias = 1105
drt_iter0_markers = 20

[yosys]
simple_gate_area_frac = 0.0111
netlist_instances = 78
yosysWarnings = 0
ys_seq_frac = 0
synth_chip_area_um2 = 791
aoi_share = 0.441
top_cells_by_area = "mux2i_1 (39%), o2bb2ai_1 (23%), o2bb2ai_2 (19%)"
ys_sh_adder = 0
largest_area_cell = "mux2i_1"
ys_sh_xor = 0
synth_cell_type_count = 10
topCombFamilyByArea = "AND-OR/OR-AND gates"
ys_sh_mux = 0.407
avgSynthCellArea_um2 = 10.1
yosys.cell_count.top_type = "mux2i_1"
ys_cells = 78
top_cells_by_count = "mux2i_1 (31), o2bb2ai_1 (21), o2bb2ai_2 (10)"
syn_area_um2 = 791
top_cell_area_share = 0.392

[critical_path]
path_class = "input port to output pin"
crit_path_max_incr_delay_ps = 510
start_kind = "input port"
crit_chain = "clkdlybuf4s50_1 -> and2_4 -> o2bb2ai_1 -> clkdlybuf4s50_1"
cp-end-kind = "output pin"
cp_common_cell = "clkdlybuf4s50_1"
critPathSlowestCell = "clkdlybuf4s50_1"
crit_arrival_ps = 2380
crit_path_max_fanout = 32
required_ps = 3200

[clock_tree]
hold_buffers = 0
post_cts_buffers = 0
cts_resized = 0

[power]
ir_worst_vdd_mv = 0.0512
power.density_nw_per_um2 = 104
total_power_uw = 214
power.leakage_nw = 0.788

[floorplanning]
fp-row-count = 22
design.core.area_um2 = 3740
io_pins = 130
die_w_um = 83
fp_util = 0.211
chip_area_um2 = 6890
die_h_um = 83

[job]
tool_warnings = 33
cap_violations = 0

[status]
status = "finished, final reports clean"

[hold_path]
hold_class = "input port to output pin"
power by group:
part	internal, mW	switching (mW)	leakage (nW)
registers	0	0	0
logic	0.159	0.0549	0.788
clock network	0	0	0
critical path: cells and delay by family:
family,cells,cell delay [ps]
buf+inv,2,980
simple gates,1,420
compound gates,1,170
layer usage:
layer	vias to the layer above	wire length [µm]	global-route usage	share of wire
met4	0	0	0	0
met5	-	0	0	0
met2	64	2270	0.212	0.50
met1	473	1700	0.133	0.38
li1	568	-	-	-
met3	0	534	0.0630	0.12
placed cells by master (no fill, tap or decap):
master           netlist  layout
a2bb2oi_2              1       1
and2_4                 1       1
buf_2                  2       1
buf_4                  0       3
clkdlybuf4s50_1        0     129
inv_1                  1       1
mux2_2                 1       1
mux2i_1               31      31
o2bb2ai_1             21      21
o2bb2ai_2             10      10
layout make-up:
| cell class | instances | share of cell area |
|---|---|---|
| Inverter | 1 | 0.00182 |
| Multi-Input combinational cell | 65 | 0.329 |
| Tap cell | 48 | 0.0291 |
| Timing Repair Buffer | 133 | 0.640 |
path summary, 6_finish.rpt:
check | slack, ps | end | cells after the start | from
worst max-delay path | 820 | ALUSrcB_out[25] | 4 | ALUSrcB[0]
worst min-delay path | 2520 | ALUSrcB_out[20] | 3 | Shif_left_mult_4_out[20]
metrics by stage:
step	cell area (µm²)	hold WS, ps
floorplan	791	1660
global placement	2060	2530
detailed placement	2060	2520
CTS	2060	2530
global route	2060	2550
finish	2060	2520
kinds of logic (layout without fill, tap and decap cells):
group,count (synthesis),in the layout
AND/OR/NAND/NOR,1,1
multiplexers,32,32
AND-OR/OR-AND,32,32
buffers and inverters,13,134
Power and IR drop assume default switching activity.
